==> /design/flow/design.v <==
package sizes_pkg;
    localparam int REG_WIDTH_0 = 8;    
    localparam int REG_WIDTH_1 = 16;   
    localparam int REG_WIDTH_2 = 4;    
    localparam int REG_WIDTH_3 = 32;   
endpackage : sizes_pkg
module barrido# (
    parameter int WAIT_TIME = 10,
    parameter int WIDTH     = 4,
    parameter bit ACTIVE_LOW = 1'b0
)(
    input  logic             clk,
    output logic [WIDTH-1:0] col
);
    int clockCounter = 0;
    logic [WIDTH-1:0] col_reg = { { (WIDTH-1){1'b0} }, 1'b1 };
    always_ff @(posedge clk) begin
        if (clockCounter >= WAIT_TIME) begin
            clockCounter <= 0;
            col_reg <= { col_reg[WIDTH-2:0], col_reg[WIDTH-1] };
        end else begin
        clockCounter <= clockCounter + 1;
        end
    end
    assign col = ACTIVE_LOW ? ~col_reg : col_reg;
endmodule
module register# (
    parameter int INST_ID = 0,
    parameter int WIDTH = (INST_ID != 0) ? INST_ID : 8
)(
    input  logic             clk,
    input  logic [WIDTH-1:0] d,
    output logic [WIDTH-1:0] q
);
    always_ff @(posedge clk) begin
        q <= d;
    end
endmodule
module sistema_de_lectura #(
    parameter int WIDTH = 4,
    parameter int DEBOUNCE_PULSES = 3
)(
    input  logic              clk,
    output logic [WIDTH-1:0]  col,
    input  logic  [WIDTH-1:0] fil,
    output logic [WIDTH-1:0]  pressed_col_out,  
    output logic [WIDTH-1:0]  pressed_row_out,  
    output logic              pressed_valid,    
    input  logic              ack_read,         
    output integer                numero,
    output logic              reset,
    output logic              save
);
    barrido #(.WIDTH(WIDTH)) barrido (
        .clk(clk),
        .col(col)
    );
    logic [WIDTH-1:0] fil_sync1, fil_sync2, fil_prev;
    always_ff @(posedge clk) begin
        fil_sync1 <= fil;
        fil_sync2 <= fil_sync1;
        fil_prev  <= fil_sync2;
    end
    logic [WIDTH-1:0] fil_rise;
    assign fil_rise = fil_sync2 & ~fil_prev;
    logic                press_pending = 1'b0;
    logic [WIDTH-1:0]    pressed_row_oh;
    logic [WIDTH-1:0]    pressed_col_oh;       
    int unsigned         confirm_count = 0;
    logic                debounced_event;
    logic [WIDTH-1:0]    last_pressed_col;
    logic [WIDTH-1:0]    last_pressed_row;
    initial begin
        pressed_col_out = '0;
        pressed_row_out = '0;
        pressed_valid   = 1'b0;
        numero = 0;
        reset = 1'b0;
        save = 1'b0;
    end
    always_ff @(posedge clk) begin
        debounced_event <= 1'b0;
        if (!press_pending) begin
            if (|fil_rise) begin
                press_pending    <= 1'b1;
                pressed_row_oh   <= fil_rise;
                pressed_col_oh   <= col;
                confirm_count    <= 0;
            end
        end else begin
            if (|(pressed_col_oh & col)) begin
                if (|(pressed_row_oh & fil_sync2)) begin
                    confirm_count <= confirm_count + 1;
                    if (confirm_count + 1 >= DEBOUNCE_PULSES) begin
                        debounced_event   <= 1'b1;
                        last_pressed_col  <= pressed_col_oh;
                        last_pressed_row  <= pressed_row_oh;
                        press_pending     <= 1'b0;
                        confirm_count     <= 0;
                        if (!pressed_valid) begin
                            pressed_col_out <= pressed_col_oh;
                            pressed_row_out <= pressed_row_oh;
                            pressed_valid   <= 1'b1;
                        end
                    end
                end else begin
                    confirm_count <= 0;
                end
            end
            if (!(|(
                pressed_row_oh & fil_sync2
            ))) begin
            end
        end
        if (ack_read)
            pressed_valid <= 1'b0;
    end
    always_ff @(posedge clk) begin
        if (debounced_event) begin
            case({pressed_col_oh, pressed_row_oh})
                8'b1000_1000 : numero <= 1;  
                8'b0100_1000 : numero <= 2;  
                8'b0010_1000 : numero <= 3;  
                8'b1000_0100 : numero <= 4;  
                8'b0100_0100 : numero <= 5;  
                8'b0010_0100 : numero <= 6;  
                8'b1000_0010 : numero <= 7;  
                8'b0100_0010 : numero <= 8;  
                8'b0010_0010 : numero <= 9;  
                8'b1000_0001 : reset <= 1'b1;  
                8'b0100_0001 : numero <= 0;  
                8'b0010_0001 : save <= 1'b1;  
                default      : begin
                end
            endcase
        end
    end
endmodule
==> /design/flow/run.sh <==
#!/bin/bash
# OpenROAD 26Q1-2900-gdf79404cd8, Yosys 0.63+post, stock flow scripts
make -C /OpenROAD-flow-scripts/flow DESIGN_CONFIG=/design/flow/config.mk WORK_HOME=/design/flow/orfs finish
==> /design/flow/config.mk <==
export PLATFORM = sky130hd
export DESIGN_NAME = sistema_de_lectura
export DESIGN_NICKNAME = sistema_de_lectura
export VERILOG_FILES = /design/flow/design.v
export SDC_FILE = /design/flow/constraint.sdc
export NUM_CORES = 4
export LEC_CHECK = 1
export CORE_UTILIZATION = 50
==> /design/flow/constraint.sdc <==
current_design sistema_de_lectura

set clk_period 4.0
set clk_io_pct 0.2

create_clock -name clk0 -period $clk_period [get_ports {clk}]

set non_clock_inputs [all_inputs -no_clocks]
set_input_delay [expr $clk_period * $clk_io_pct] -clock clk0 $non_clock_inputs
set_output_delay [expr $clk_period * $clk_io_pct] -clock clk0 [all_outputs]
==> results.txt <==
flow finished, numbers: RSZ-0062 raised after global routing=false, Hold Path Class=register to register, via count=3,300, DR iter-0 viols=129, worst setup margin=1033 ps, count leader, synth=edfxtp_1, initial antenna violation count=0, Tot GR Track Use=18.39%, post-synthesis instance total=450, Latency at later pin=350 ps, biggest area cells=edfxtp_1, dfxtp_1, buf_4, Cell Type Count=56, hold violation count in the final report=0, Worst Setup End Kind=register, Resize count post-CTS=0, minimum clock period=2967 ps, share of layout cells above drive strength 1=6.471%, die area=10,200 um2, Antenna Nets Post-Route=0, Root Buffer=clkbuf_8, YS chip area=4898 um2, Avg WL per Cell=13.12 um, Commonest cells post-synth=edfxtp_1, nor2_1, dfxtp_1, Worst IR Drop VDD=0.1779 mV, H-Tree Level Count=3, Crit Path Max Fanout=12, Pleak=1.978 nW, drt drc=0, Std-Cell Rows=35, post-synthesis sequential area ratio=54.76%, Rel. slew slack=44.12%, max_cap viols=0, Crit-path slowest cell=nand4_1, CTS tree=built, Buf/Inv on CP=0, worst-margin pin slew=838.2 ps, Post-synth EDFFs=58, largest registers=barrido.clockCounter x32, confirm_count x32, grt total ovfl=0, Dominant cell area share=35.56%, Num CTS Buffers=9, Synth warnings=2, first-pass detailed-route iteration total=4, # diodes=0, IO Pins=53, FP Core Util=52.27%, fmax=337.0 MHz, post-synthesis average cell area=10.89 um2, pwr dens=328.5 nW/um2, async set-reset flop share out of synthesis=0%, Clock Pin Slew Worst Setup and Hold Paths=100 ps, final setup TNS=0 ps, Startpoint Class=register, core area=9371 um2, CTS Hold Bufs=0, pre-CTS setup slack=1076 ps, ys cells=450, Die Width=101.0 um, Setup CP Type=register to register, number of global-route vias before repair=2,947, cell area after layout=5477 um2, clock tree buffer depth=2, Crit path max-delay family=simple AND/OR/NAND/NOR gates, first-pass GRT wire length=14,100 um, clk_skew=16.00 ps, cell breakdown of the critical path=and4_1, nand4_1, nor4_2, nand4_1, a211o_1, a211o_1, and3b_1, setup violators final=0, ys flop type=edfxtp_1, Via density=5.164, crit path DAT=3040 ps, post-synthesis cell area=4898 um2, #FFs+latches synth=105, Area after DPL=5283 um2, Die Ht=101.0 um, P&R area growth vs syn=11.80%, largest area contributor in the netlist=edfxtp_1, DRT Wirelength=8383 um, stage-log warning count=27, # clock sinks=105, status=completed, # Post-CTS Setup Buffers=0, Max stage delay on crit path=470 ps, Placer Congestion=0.8743, total power=0.001799 W, Max Slew Vio Count=0, IO Port Bufs=24, Worst EP required=4070 ps, pin count of the biggest net entering global routing=33, post-detail-place hpwl=5859 um, period utilisation layout=74.19%
## report_power, final
group          total (W)  internal [W]  switching, W
Sequential       0.00114       0.00114    0.00000293
Combinational  0.0000136    0.00000643    0.00000717
Clock           0.000645      0.000293      0.000353
Total            0.00180       0.00144      0.000363
## routing by layer
layer / wire (um) / vias up / track usage, %
met5: 0 / - / 0
met2: 3667 / 83 / 27.45
met3: 368 / 5 / 2.257
li1: - / 1692 / -
met1: 4284 / 1520 / 31.88
met4: 63 / 0 / 2.118
## layout by cell type, fill, tap and decap left out, drive strengths merged, types with 2 or more instances in the layout
cell type      count
a211o              5
a211oi             6
a21oi              5
a22o               3
a22oi              4
a31oi              5
and2               2
and3              12
and3b              2
and4               9
buf                2
clkbuf            10
clkdlybuf4s50     24
clkinv             4
conb              60
dfxtp             47
edfxtp            58
ha                 4
inv                7
mux2               2
nand2             20
nand2b             3
nand3             27
nand4             17
nor2              51
nor2b              9
nor3              15
nor3b              3
nor4              19
o21ai              6
o31a               3
or3                7
xnor2             16
xor2              24
## path summary, 6_finish.rpt
kind                          start            endpoint  slack, ps  cells past startpoint
setup reg to reg  confirm_count[12]  pressed_row_out[3]       1030                      7
hold / removal         fil_sync1[2]        fil_sync2[2]        340                      0
setup / recovery  confirm_count[12]  pressed_row_out[3]       1030                      7
hold reg to reg        fil_sync1[2]        fil_sync2[2]        340                      0
## area by class of cell
cell class                      instances  area (um2)
Fill cell                             820        3895
Sequential cell                       105        2683
Multi-Input combinational cell        357        2161
Timing Repair Buffer                   26       255.2
Tap cell                              129       161.4
Clock buffer                           10       127.6
Clock inverter                          6       66.31
Inverter                                6       22.52
## through the flow
stage / std cells / hold slack (ps) / utilization (%)
global route: 639 / 345.9 / 58.44
floorplan: 508 / 309.6 / -
finish: 639 / 341.5 / 58.44
detailed placement: 623 / 313.5 / 56.37
global placement: 623 / 319.4 / 56.37
CTS: 639 / 342.7 / 58.44
## cells by family (layout without fill, tap and decap cells)
group | after synthesis | in the layout | synth area share (%)
compound gates | 48 | 48 | 7.357
xor+xnor | 40 | 40 | 7.152
fa+ha+maj | 4 | 4 | 1.022
buf+inv | 46 | 48 | 5.722
flops | 105 | 105 | 54.76
mux | 3 | 3 | 0.6641
other cells | 2 | 60 | 0.1533
simple gates | 202 | 202 | 23.17
No activity file was given, so power comes from the tool's default toggle rates.
